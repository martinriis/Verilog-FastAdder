==> flow/design.v <==
module adder # (
    parameter width = 32
)
(
    input wire clk_i,
    input wire cin_i,
    input wire [width-1:0] a_i, b_i,
    output reg [width-1:0] out_o,
    output reg cout_o
);
localparam num_adders = width/8;  
wire carry_int [num_adders+1];  
assign carry_int[0] = cin_i;
assign cout_o = carry_int[num_adders];
genvar i;
for (i = 0; i < num_adders; i++) begin
    adder_pipeline # (
        .length (i),
        .num_adders (num_adders)
    )
    adder_pipeline_inst (
        .clk_i (clk_i),
        .a_i (a_i[i*8+7:i*8]), 
        .b_i (b_i[i*8+7:i*8]),
        .cin_i (carry_int[i]),
        .out_o (out_o[i*8+7:i*8]),
        .cout_o (carry_int[i+1])
    );
end
endmodule
module adder_pipeline # (
    parameter length = 1,
    parameter num_adders = 2
)
(
    input wire clk_i,
    input wire [7:0] a_i, b_i,
    input wire cin_i,
    output reg [7:0] out_o,
    output wire cout_o
);
wire cout_int;  
wire [7:0] a_int,
           b_int,
           out_int;
pipeline # (
    .width (8),
    .length (length)
)
pipeline_a_int (
    .clk_i (clk_i),
    .in_i (a_i),
    .out_o (a_int)
);
pipeline # (
    .width (8),
    .length (length)
)
pipeline_b_int (
    .clk_i (clk_i),
    .in_i (b_i),
    .out_o (b_int)
);
adder_8bit adder_inst1 (
    .clk_i (clk_i),
    .a_i (a_int),
    .b_i (b_int),
    .cin_i (cin_i),
    .out_o (out_int),
    .cout_o (cout_o)
);
pipeline # (
    .width (8),
    .length (num_adders-length-1)
)
pipeline_out (
    .clk_i (clk_i),
    .in_i (out_int),
    .out_o (out_o)
);
endmodule
module pipeline # (
    parameter width = 8,
    parameter length = 1
)
(
    input wire clk_i,
    input wire [width-1:0] in_i,
    output reg [width-1:0] out_o
);
wire [width-1:0] pipeline_int [length+1];
assign pipeline_int[0] = in_i;
assign out_o = pipeline_int[length];
genvar i;
for (i = 0; i < length; i++) begin
    pipeline_single # (
        .width (width)
    )
    pipeline_inst (
        .clk_i (clk_i),
        .in_i (pipeline_int[i]),
        .out_o (pipeline_int[i+1])
    );
end
endmodule
module pipeline_single # (
    parameter width = 8
)
(
	input wire clk_i,
    input wire [width-1:0] in_i,
    output reg [width-1:0] out_o
);
always_ff @ (posedge clk_i) begin
    out_o <= in_i;
end
endmodule
module adder_8bit (
    input wire clk_i,
    input wire [7:0] a_i, b_i,
    input wire cin_i,
    output reg [7:0] out_o,
    output reg cout_o
);
wire [8:0] out_full;
assign out_full = a_i + b_i + cin_i;
always_ff @ (posedge clk_i) begin
    out_o <= out_full[7:0];
    cout_o <= out_full[8];
end
endmodule
==> flow/run.sh <==
#!/bin/bash
# OpenROAD 26Q1-2900-gdf79404cd8, Yosys 0.63+post, stock flow scripts
make -C /OpenROAD-flow-scripts/flow DESIGN_CONFIG=/design/flow/config.mk WORK_HOME=/design/flow/orfs finish
==> flow/config.mk <==
export PLATFORM = sky130hd
export DESIGN_NAME = adder
export DESIGN_NICKNAME = adder
export VERILOG_FILES = /design/flow/design.v
export SDC_FILE = /design/flow/constraint.sdc
export NUM_CORES = 4
export LEC_CHECK = 1
export CORE_UTILIZATION = 50
==> flow/constraint.sdc <==
current_design adder

set clk_period 6.2
set clk_io_pct 0.2

create_clock -name clk0 -period $clk_period [get_ports {clk_i}]

set non_clock_inputs [all_inputs -no_clocks]
set_input_delay [expr $clk_period * $clk_io_pct] -clock clk0 $non_clock_inputs
set_output_delay [expr $clk_period * $clk_io_pct] -clock clk0 [all_outputs]
==> run summary <==
Gr usage total: 13.9%
Antenna violations before repair: 0
Clock Skews: 0.00470 ns
Worst setup EP type: flip-flop
Root buf cell: clkbuf_8
Number of global-route vias before repair: 2,487
Vert. Die Dim: 101 um
Vias: 2,559
Max-cap violations: 0
Post-Syn Area per Cell: 14.4 um^2
Routed WL: 6.14 mm
Yosys reg bits: 180
Iter 0 DRT Violations: 33
Seq pwr share: 51.6%
Worst hold path class: reg2reg
Psw: 0.000533 W
Min Tclk post-route: 2.68 ns
Htree depth: 4
Yosys Instances: 341
Slew @ Worst Pin: 0.255 ns
Peak VDD IR: 0.253 mV
CTS clk-pin slew, worst paths: 0.07 ns
Number of setup buffers added after CTS: 0
Post-Syn Area: 4900 um^2
OpenROAD warning count: 26
Top area contributor share: 73.5%
Number of port buffers: 98
Final instance area: 6620 um^2
Critical Path RT: 6.58 ns
GRT overflow: 0
Type of origin of the critical path: input port
Post-synth cell types: 32
Post-synth top area cell: dfxtp_1
Crit path from: a_i[0]
Crit path max fanout: 2
GPL Wtd Cong: 0.810
Leak: 2.81 nW
Final Total Pwr: 0.00261 W
Clock sink count: 180
Reg2reg setup slack: 4.17 ns
Area contributors post-synth: dfxtp_1 73%, ha_1 7.1%, fa_1 3.3%
RR Endpoint: genblk1[2].adder_pipeline_inst.adder_inst1.cout_o
Synth Seq Share: 73.5%
CTS tree: done
DRC Markers: 0
RSZ-0062 raised after global routing: false
Final Hold Viols: 0
Hold_buf cts: 0
Yosys chip area: 4900 um^2
Clk network pwr share: 38.8%
R2r startpoint: genblk1[1].adder_pipeline_inst.adder_inst1.cout_o
Syn-to-layout area delta: 35.1%
Worst slew margin: 82.8%
CORE AREA: 9370 um^2
Period utilization: 43.1%
Cell Pwr Density: 394 nW/um^2
Layout Cells excl Fill: 600
Internal: 0.00208 W
Cts bufs inserted: 17
Fp_density: 52.3%
Mapped Cells: 341
Fin. max-slew vios: 0
Fmax: 374 MHz
Switch share: 20.4%
Antenna diode count: 0
ANT nets after route: 0
Placed wire-length estimate: 4.22 mm
First-pass GRT wire length: 10.5 mm
Run status: complete, no violations
Placed cell areas: 6050 um^2
Wirelength per Cell: 10.2 um
Final Setup Violations: 0
I/O pin cnt: 99
First drt pass iteration count: 4
Total negative slack: 0 ns
Fin worst setup slack: 3.52 ns
Die Area: 10,200 um^2
Fill count: 657
Setup WS pre-CTS: 3.03 ns
Post-cts resize count: 0
CTS Buffer Depth: 2
# rows: 35
Largest net degree at the start of global routing: 17
Vias/cell: 4.27
Insertion Delay late pin: 0.50 ns
WS Path Type: in2reg
CP arrival: 3.06 ns
Layout cells sized above 1: 9.13%
R2r worst-path depth: 7
Worst setup path endpoint: genblk1[0].adder_pipeline_inst.adder_inst1.cout_o
Placed insts: 568
Die width: 101 um
Combinational group share of total power: 9.6%
Synth warn: 20
[per-stage QoR]
| stage | hold slack (ns) | util (%) |
|---|---|---|
| after floorplan | 0.310 | - |
| after global placement | 0.310 | 64.5 |
| after detailed placement | 0.312 | 64.5 |
| after CTS | 0.324 | 70.7 |
| after global routing | 0.327 | 70.7 |
| final | 0.324 | 70.7 |
[logic make-up (layout without fill, tap and decap cells)]
kind of cell | Yosys count | after routing | synth area share, %
flip-flops | 180 | 180 | 73.5
adder cells (fa/ha/maj) | 36 | 36 | 10.4
AND-OR/OR-AND | 43 | 43 | 5.94
AND/OR/NAND/NOR | 38 | 38 | 4.34
buffers and inverters | 20 | 150 | 1.53
XOR/XNOR | 24 | 24 | 4.29
[worst min path at each step]
stage / slack (ns) / start / cells past startpoint / end
after global routing: 0.33 / genblk1[1].adder_pipeline_inst.adder_inst1.out_o[7] / 0 / flip-flop
after CTS: 0.32 / genblk1[1].adder_pipeline_inst.adder_inst1.out_o[7] / 0 / flip-flop
final: 0.32 / genblk1[1].adder_pipeline_inst.adder_inst1.out_o[6] / 0 / flip-flop
[layer usage]
| layer | track usage (%) | share of wire (%) | vias up |
|---|---|---|---|
| met4 | 3.01 | 1.7 | 0 |
| li1 | - | - | 1352 |
| met2 | 20.2 | 43 | 76 |
| met3 | 6.63 | 9.8 | 8 |
| met1 | 20.1 | 46 | 1123 |
| met5 | 0 | 0 | - |
[final cells by class]
class / instances / area, um^2 / area share, %
clock buffer: 19 / 432 / 6.52
clock inverter: 13 / 146 / 2.21
inverter: 20 / 75.1 / 1.13
multi-input combinational: 141 / 1220 / 18.5
sequential: 180 / 3600 / 54.4
tap: 129 / 161 / 2.44
timing repair buffer: 98 / 981 / 14.8
[power groups by stage]
stage	clock network, W	registers, W	logic, W
4_1_cts	0.00104	0.00135	0.000254
5_1_grt	0.00110	0.00136	0.000281
6_report	0.00101	0.00135	0.000250
[synthesized netlist by cell type (all sizes together)]
cell type and n:
a211o 1, a211oi 4, a21boi 2, a21o 2, a21oi 18, and2b 1
and3b 1, dfxtp 180, fa 8, ha 28, inv 20, nand2 9
nand2b 1, nand3b 2, nor2 10, nor2b 6, nor3 1, nor3b 1
nor4 1, nor4bb 1, o21a 3, o21ai 10, o21bai 1, o22ai 2
or3 4, xnor2 16, xor2 8
[critical path, cell delays in order]
cell             delay, ns
clkdlybuf4s50_1       0.43
fa_1                  0.46
inv_1                 0.08
fa_1                  0.20
nor2b_1               0.07
o21ai_2               0.14
a21oi_2               0.09
nor4bb_1              0.28
a21oi_1               0.06
[cells in the final DEF, fill, tap and decap left out, types with 2 or more instances in the layout]
master | Yosys | final
dfxtp_1 | 180 | 180
clkdlybuf4s50_1 | 0 | 98
ha_1 | 28 | 28
inv_1 | 20 | 20
xnor2_1 | 16 | 16
clkbuf_16 | 0 | 16
a21oi_1 | 13 | 13
nor2_1 | 10 | 10
nand2_1 | 9 | 9
xor2_1 | 8 | 8
fa_1 | 8 | 8
inv_6 | 0 | 6
nor2b_1 | 5 | 5
a21oi_2 | 5 | 5
o21ai_0 | 4 | 4
or3_1 | 4 | 4
o21ai_2 | 3 | 3
o21ai_1 | 3 | 3
o21a_1 | 3 | 3
a211oi_2 | 2 | 2
nand3b_1 | 2 | 2
a21boi_1 | 2 | 2
a211oi_1 | 2 | 2
a21o_1 | 2 | 2
o22ai_1 | 2 | 2
clkbuf_8 | 0 | 2
clkinvlp_4 | 0 | 2
bufinv_16 | 0 | 2
clkinv_2 | 0 | 2
Power is estimated from default activity; no workload was simulated.
